[design/flow/design.v]
`timescale 1ns / 1ps
module counter(clk, enable, dir, count);
  input logic clk,enable;
  output logic [2:0] dir;     
  output logic [4:0]count;
  always@(posedge clk)
  begin
    if(enable)
      begin 
        if(count < 10)
          begin
            dir <= 3'b001;
            count <= count+1;  
          end
        else
          begin
            if(count < 15)
              begin
                count <= count+1;
                dir <= 3'b010;
              end
            else
              begin
                count <= 0;
                dir <= 3'b100;
              end
          end
       end
    else
      begin
        count <= 0;
        dir <= 3'b100;  
      end
  end
endmodule
`timescale 1ns / 1ps
module frequency_div(clk, slowed_clk, reset);
  input logic clk,reset;  
  parameter frequency = 100000000;
  output logic slowed_clk;  
  logic [25:0]tracker;  
  always@(posedge clk)
    begin
    if(reset)
      begin
        tracker <= 0;  
        slowed_clk <= 0;  
      end
    else
        begin
          tracker <= tracker + 1;
          if(tracker < frequency/2)  
            begin
              slowed_clk <= slowed_clk;
            end
          else
            begin
              tracker <= 0;
              slowed_clk <= ~slowed_clk;  
            end
        end
    end 
endmodule
`timescale 1ns / 1ps
module top_traffic_controller(clk, slowed_clk, reset, north_dir, south_dir, east_dir, west_dir);
  input logic clk,reset;
  output logic slowed_clk;  
  output logic  [2:0]north_dir, south_dir, east_dir, west_dir;
  logic enable_n,enable_s,enable_e,enable_w;
  logic [4:0] count1,count2,count3,count4;
  frequency_div div(.clk(clk),.slowed_clk(slowed_clk),.reset(reset));  
  traffic_controller traffic_light_controller(.clk(slowed_clk), .reset(reset), .north_dir(north_dir), .south_dir(south_dir), .east_dir(east_dir), .west_dir(west_dir), .enable_n(enable_n), .enable_s(enable_s), .enable_e(enable_e), .enable_w(enable_w), .count1(count1), .count2(count2), .count3(count3), .count4(count4));
endmodule
`timescale 1ns / 1ps
module traffic_controller(clk, reset, north_dir, south_dir, east_dir, west_dir, enable_n, enable_s, enable_e, enable_w, count1, count2, count3, count4);  
  input logic clk,reset;
  output logic[2:0]north_dir, south_dir, east_dir, west_dir;
  output logic enable_n,enable_s,enable_e,enable_w;
  typedef enum bit[1:0] {north, south, east, west} directions;  
  output logic [4:0] count1,count2,count3,count4;  
  directions traffic_dir;
  counter counter1(.clk(clk),.enable(enable_n),.dir(north_dir),.count(count1)); 
  counter counter2(.clk(clk),.enable(enable_s),.dir(south_dir),.count(count2));
  counter counter3(.clk(clk),.enable(enable_e),.dir(east_dir),.count(count3));
  counter counter4(.clk(clk),.enable(enable_w),.dir(west_dir),.count(count4));
  always@(posedge clk) begin
  if(reset) begin
  enable_n = 0;   
  enable_s = 0;
  enable_e = 0; 
  enable_w = 0;
  traffic_dir <= north; 
  end
  else  
  begin
  unique case(traffic_dir)
  north:begin
  if(count1 == 14)
    begin
    enable_n <= 0;  
    enable_s <= 1;  
    traffic_dir <= south;  
    end 
  else
    begin
      enable_n <= 1;  
    end
  end
  south:begin
  if(count2 == 14)
    begin
    enable_s <= 0;
    enable_e <= 1;
    traffic_dir <= east;
    end 
  end
  east:begin
  if(count3 == 14)
    begin
    enable_e <= 0;
    enable_w <= 1;
    traffic_dir <= west;
    end 
  end
  west:begin
  if(count4 == 14)
    begin
    enable_w <= 0;
    enable_n <= 1;
    traffic_dir <= north;
    end 
  end
  endcase
  end
  end  
endmodule
[design/flow/run.sh]
#!/bin/bash
# OpenROAD 26Q1-2900-gdf79404cd8, Yosys 0.63+post, stock flow scripts
make -C /OpenROAD-flow-scripts/flow DESIGN_CONFIG=/design/flow/config.mk WORK_HOME=/design/flow/orfs finish
[design/flow/config.mk]
export PLATFORM = sky130hd
export DESIGN_NAME = top_traffic_controller
export DESIGN_NICKNAME = top_traffic_controller
export VERILOG_FILES = /design/flow/design.v
export SDC_FILE = /design/flow/constraint.sdc
export NUM_CORES = 4
export LEC_CHECK = 1
export CORE_UTILIZATION = 30
[design/flow/constraint.sdc]
current_design top_traffic_controller

set clk_period 4.7
set clk_io_pct 0.2

create_clock -name clk0 -period $clk_period [get_ports {clk}]

set non_clock_inputs [all_inputs -no_clocks]
set_input_delay [expr $clk_period * $clk_io_pct] -clock clk0 $non_clock_inputs
set_output_delay [expr $clk_period * $clk_io_pct] -clock clk0 [all_outputs]
==> summary.txt <==
Latest figures from synthesis and place and route.

The run finished with clean final reports. The Yosys chip area is 2700 um^2. The timer found 40 register pins that no clock reaches; their paths are not timed. At the later pin of the worst-skew pair, clock insertion delay measures 0.26 ns. The starting DRC count in detailed routing is 57. Clock-pin slew was measured on the worst setup and hold paths at 0.09 ns.

The data arrival at the endpoint of the critical path is 1.44 ns. The total power of the final layout is 0.373 mW. Setup repair after global routing left no endpoint under its margin. The worst setup path is launched from a register.

Synthesis handed over a netlist of 290 instances. The data required time of the worst path is 3.76 ns. The vias after detailed routing is 1,925. The final count of hold timing violations is 0. The achievable frequency is 420 MHz.

The cell area after synthesis is 2700 um^2. Summing the areas of all compound-gate instances in the mapped netlist gives 11.6% of the synthesized area. The leading register cell type out of synthesis is sky130_fd_sc_hd__dfxtp_1.

The total congestion overflow is 0. The number of enable-type register cells in the synthesized netlist is 0. The count of warnings emitted by yosys is 3. The count of boundary I/O pins is 15.

The script logs the mean routed wire length per placed instance as 10.0 um. The placement report lists the number of port buffers as 14. The DRC violation total left in the routed layout is recorded as 0. Max-slew check failures listed in the final report amount to 0.

In this run, post-CTS hold repair placed 0 buffers. The HPWL after detailed placement is 2940 um. Yosys shows that the main logic family after synthesis is simple AND/OR/NAND/NOR gates.

The number of fill cells in the layout is 877. The max-cap check violation count is 0. The smallest clock period supported by the final layout is computed as 2.38 ns.

The flow measured a signed area growth from synthesis to layout of 11.0%. The mean post-synth cell area is 9.31 um^2. The area fraction in full adders, half adders and majority gates is 4.17%. The length of the first detailed-routing pass in iterations is 6. After synthesis, the design contains 290 cells according to Yosys. The actual slew at the worst max-slew pin is 0.561 ns.

Yosys reported that registers with async set or reset make up 0%. The leakage power is 1.06 nW. The first-pass GRT wire length is 7640 um. For the final routed database, the setup TNS stands at 0 ns. Synthesis inferred 67 register bits. In this run, CTS created clock tree buffers numbering 3. Counting cells, the worst reg-to-reg path comes to 4. The cell taking the most area after synthesis is sky130_fd_sc_hd__dfxtp_1. The placement stage leaves a total instance area of 2950 um^2. The report lists the number of cells resized after CTS as 0. The deepest clock path buffer count is 2.

The detail route stage leaves a number of antenna-violating nets equal to 0. The die span in x is 96.9 um. Antenna repair during routing inserted a diode count of 0. The power density relative to cell area is 124 nW/um^2.

The initial antenna violation count was 0. Once the clock tree was built, the setup fixing pass inserted 0 buffers. After its last routability iteration, the placer logged a weighted congestion of 0.757. The fraction of final layout cells with drive strength greater than 1 is 5.94%. Sorting the synthesized cells by how often they occur yields sky130_fd_sc_hd__dfxtp_1 (67), sky130_fd_sc_hd__nor2_1 (47), sky130_fd_sc_hd__a21oi_1 (17), sky130_fd_sc_hd__nand2_1 (16), sky130_fd_sc_hd__nand3_1 (14). Looking at the critical path, the highest net fanout was 43. The synthesized netlist devotes 6.81% of its cell area to XOR and XNOR gates. The post-detailed-route via-to-cell ratio is 4.68. The relative slew slack is 62.2%.

Clock tree synthesis selected as its root buffer the cell sky130_fd_sc_hd__clkbuf_8. The global routing usage summed across all routing layers is 9.40%. In this run the vertical extent of the chip is 96.9 um. The initial cell density of the core is 31.0%.

The simple-gate share of the synthesized area is 24.3%. The element type at the critical path end is an output pin. The maximum number of pins on one net before global-route repair is 44. Summing the sequential cell areas from Yosys gives 49.7% of the chip area. By area the synthesized netlist is led by sky130_fd_sc_hd__dfxtp_1 (50%), sky130_fd_sc_hd__nor2_1 (6.5%), sky130_fd_sc_hd__xnor2_1 (4.2%). For reference, the most critical setup path is categorized as register to output pin. The synthesized design devotes to its leading area cell type 49.7% of total area. The die area is 9390 um^2. The worst setup skew after layout is 0.00145 ns. The largest vdd supply drop is 206 uV. The total routed wirelength is 4120 um. TritonCTS built the clock tree. For this run, the final setup violation count is recorded as 0.

The number of global-route vias before repair came to 1,720. The share of the clock period used by the worst path after layout is 50.6%. The portion of synthesized area spent on multiplexers is 0.417%. The core area is 8720 um^2. 52 endpoints have no timing constraint. The count of unique library cells instantiated by Yosys is 44. The worst min-delay path class is register to register.

The number of instances on the worst hold path is 1. The final instance area is 3000 um^2. The synthesis stats list as the most numerous cell sky130_fd_sc_hd__dfxtp_1. The number of rows created at floorplan is 34. The tally of OpenROAD warnings is 29. Per the CTS log, the maximum H-tree level is 1.
## through the flow
stage	utilization (%)	hold WS, ns	instances	worst slack, ns
2_1_floorplan	-	0.426	290	2.82
5_1_grt	34.4	0.501	411	2.23
6_report	34.4	0.474	411	2.32
3_3_place_gp	33.8	0.437	407	2.31
3_5_place_dp	33.8	0.458	407	2.29
4_1_cts	34.4	0.481	411	2.29
## layout by cell type, fill, tap and decap left out, types with 4 or more instances in the layout
cell type,Yosys,layout
sky130_fd_sc_hd__dfxtp_1,67,67
sky130_fd_sc_hd__nor2_1,47,47
sky130_fd_sc_hd__a21oi_1,17,17
sky130_fd_sc_hd__nand2_1,16,16
sky130_fd_sc_hd__nand3_1,14,14
sky130_fd_sc_hd__clkdlybuf4s50_1,0,14
sky130_fd_sc_hd__xnor2_1,13,13
sky130_fd_sc_hd__o21ai_0,12,12
sky130_fd_sc_hd__inv_1,11,11
sky130_fd_sc_hd__ha_1,9,9
sky130_fd_sc_hd__xor2_1,8,8
sky130_fd_sc_hd__nor3_1,6,6
sky130_fd_sc_hd__nand4_1,6,6
sky130_fd_sc_hd__a41o_1,5,5
sky130_fd_sc_hd__nor2b_1,5,5
sky130_fd_sc_hd__nand2b_1,4,4
sky130_fd_sc_hd__or4_1,4,4
## path summary, 6_finish.rpt
path	slack [ns]	end	from
setup / recovery	2.32	slowed_clk	div.slowed_clk
hold / removal	0.47	div.tracker[0]	div.tracker[0]
setup reg to reg	2.60	div.tracker[22]	div.tracker[12]
hold reg to reg	0.47	div.tracker[0]	div.tracker[0]
## layer usage
layer,share of wire (%),up-vias,GRT usage (%)
met1,55,870,14.5
met5,0,-,0
met4,0.32,0,0.230
met2,44,13,15.5
met3,1.3,2,0.882
li1,-,1040,-
## flip-flops by register name, summed over array words and instances, names as in the netlist, 3 cells and up
| name | count |
|---|---|
| traffic_light_controller.counter3.dir | 3 |
| traffic_light_controller.counter4.dir | 3 |
| traffic_light_controller.counter2.dir | 3 |
| traffic_light_controller.counter2.count | 5 |
| traffic_light_controller.traffic_dir | 4 |
| traffic_light_controller.counter1.count | 5 |
| traffic_light_controller.counter4.count | 5 |
| traffic_light_controller.counter3.count | 5 |
| div.tracker | 26 |
| traffic_light_controller.counter1.dir | 3 |
## power by group
group          leakage, nW  switching (mW)  internal [mW]
logic                0.487         0.00703        0.00433
clock network       0.0255          0.0693         0.0593
registers            0.543         0.00213          0.231
total                 1.06          0.0784          0.294
## worst max-delay path, stage by stage, from the launching register on
cell                              delay, ns
sky130_fd_sc_hd__dfxtp_1               0.32
sky130_fd_sc_hd__buf_4                 0.33
sky130_fd_sc_hd__clkdlybuf4s50_1       0.53
## cell families (layout without fill, tap and decap cells)
group / count (synthesis) / after routing
AOI/OAI and AO/OA: 48 / 48
xor gates and xnor gates: 21 / 21
adders and majority gates: 9 / 9
buffers and inverters: 18 / 31
DFF: 67 / 67
muxes: 1 / 1
and+or+nand+nor: 126 / 126
## final cells by class
type,count,area [um^2],share of cell area [%]
Inverter,11,41.3,1.38
Clock buffer,3,41.3,1.38
Sequential cell,67,1340,44.7
Clock inverter,1,5.00,0.167
Tap cell,108,135,4.51
Multi-Input combinational cell,205,1280,42.7
Timing Repair Buffer,16,155,5.18
Power and IR drop assume default switching activity.

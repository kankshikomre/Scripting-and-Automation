===== ./run.sh =====
#!/bin/bash
# OpenROAD 26Q1-2900-gdf79404cd8, Yosys 0.63+post, stock flow scripts
make -C /OpenROAD-flow-scripts/flow DESIGN_CONFIG=/design/flow/config.mk WORK_HOME=/design/flow/orfs finish

===== ./design.v =====
`timescale 1ns / 1ps
module top_Q2(a,b,p);
input [3:0]a,b;              
output [7:0]p;               
wire [31:0]w;                
and m1(p[0],a[0],b[0]);
and m2(w[0],a[1],b[0]);
and m3(w[1],a[2],b[0]);
and m4(w[2],a[3],b[0]);
and m5(w[3],a[0],b[1]);
and m6(w[4],a[1],b[1]);
and m7(w[5],a[2],b[1]);
and m8(w[6],a[3],b[1]);
and m9(w[7],a[0],b[2]);
and m10(w[8],a[1],b[2]);
and m11(w[9],a[2],b[2]);
and m12(w[10],a[3],b[2]);
and m13(w[11],a[0],b[3]);
and m14(w[12],a[1],b[3]);
and m15(w[13],a[2],b[3]);
and m16(w[14],a[3],b[3]);
full_adder fa1(1'b0,w[0],w[3],p[1],w[15]);
full_adder fa2(1'b0,w[1],w[4],w[16],w[17]);
full_adder fa3(1'b0,w[2],w[5],w[18],w[19]);
full_adder fa4(w[7],w[15],w[16],p[2],w[20]);
full_adder fa5(w[8],w[17],w[18],w[21],w[22]);
full_adder fa6(w[9],w[6],w[19],w[23],w[24]);
full_adder fa7(w[11],w[20],w[21],p[3],w[25]);
full_adder fa8(w[12],w[22],w[23],w[26],w[27]);
full_adder fa9(w[13],w[10],w[24],w[28],w[29]);
full_adder fa10(1'b0,w[25],w[26],p[4],w[30]);
full_adder fa11(w[27],w[28],w[30],p[5],w[31]);
full_adder fa12(w[14],w[29],w[31],p[6],p[7]);
endmodule
module full_adder(a,b,cin,sum,cout);input a,b,cin;                   
output sum,cout;                 
wire [2:0]x;                     
xor g1(x[0],a,b);
xor g2(sum,x[0],cin);
and g3(x[1],x[0],cin);
and g4(x[2],a,b);
or g5(cout,x[1],x[2]);
endmodule 

===== ./config.mk =====
export PLATFORM = sky130hd
export DESIGN_NAME = top_Q2
export DESIGN_NICKNAME = top_Q2
export VERILOG_FILES = /design/flow/design.v
export SDC_FILE = /design/flow/constraint.sdc
export NUM_CORES = 4
export LEC_CHECK = 1
export CORE_AREA = 10 10 70 70
export DIE_AREA = 0 0 80 80

===== ./constraint.sdc =====
current_design top_Q2

set clk_period 3.1
set clk_io_pct 0.2

create_clock -name clk0 -period $clk_period

set non_clock_inputs [all_inputs -no_clocks]
set_input_delay [expr $clk_period * $clk_io_pct] -clock clk0 $non_clock_inputs
set_output_delay [expr $clk_period * $clk_io_pct] -clock clk0 [all_outputs]

==> flow_metrics.py <==
# Auto-generated metrics
metrics = {
    "status": {
        "status": "finished with violations",
        "violations": "setup timing",
    },
    "power": {
        "combPwrFrac": 1.000,
        "power.density_nw_per_um2": 155,
        "power.internal_mw": 0.0586,
        "pwr-share-seq": 0,
        "ir_worst_vdd_mv": 0.0358,
        "sw_frac_of_total": 0.392,
        "p_leak_nw": 0.287,
        "p_clk_frac": 0,
        "p_sw_mw": 0.0378,
    },
    "hold_path": {
        "holdCritPathClass": "in2out",
    },
    "timing": {
        "setup_ws_ns": -0.668,
        "final-max-slew-violation-count": 0,
        "rsz0062_at_grt": "true",
        "hold_viol": 0,
        "tightest_slew_ns": 0.106,
        "fin_crit_ns": 3.77,
        "tns_ns": -1.43,
        "max_freq_mhz": 265,
        "period_used_share": 1.22,
        "setup-violations-final": 3,
        "slew_headroom": 0.929,
    },
    "synthesis": {
        "synth_area_leader_cell": "fa_1",
        "yosysTopAreaCellShare": 0.403,
        "synth_cell_types": 6,
        "ys_cells": 47,
        "syn_inst": 47,
        "ys_seq_frac": 0,
        "yosys_warnings": 0,
        "top_cells_by_area": "fa_1, and2_1, buf_4, ha_1, inv_1",
        "syn_avg_cell_area_sq_um": 8.47,
        "yosys_area_sq_um": 398,
        "synth_area_sq_um": 398,
    },
    "placed_design": {
        "globalplace.congestion": 0.755,
        "io_buffers": 16,
        "dp_cells": 105,
        "place_area_sq_um": 623,
        "place_hpwl_microns": 873,
    },
    "floorplan": {
        "row_count": 21,
        "die_h_microns": 80,
        "initial_core_util": 0.116,
        "fp.coreArea_sq_um": 3420,
        "chipArea_sq_um": 6400,
        "io_pins": 16,
        "die_x_microns": 80,
    },
    "layout": {
        "flops": 0,
        "fillers": 406,
        "fin_cells": 106,
        "area_delta_synth_final_pct": 56.6,
        "flop_area_sq_um": 0,
        "drive_gt1_frac": 0.517,
        "num-clock-buffers": 0,
        "design_area_sq_um": 623,
    },
    "route": {
        "ant_nets": 0,
        "post_drt_via_cell_ratio": 2.94,
        "drtIter0Drc": 1,
        "vias": 312,
        "wl_microns": 897,
        "dr.pass1.iters": 2,
        "drc": 0,
        "num_antenna_cells": 0,
        "route.detailed.wl_per_inst_microns": 8.46,
    },
    "setup_path": {
        "end_kind": "primary output",
        "arrival_ns": 3.15,
        "crit_fanout": 3,
        "cp-start-kind": "input port",
        "critPathKind": "in2out",
        "crit_required_ns": 2.48,
    },
    "global_routing": {
        "antenna_found_initial": 0,
        "overflow": 0,
        "grt_pass1_vias": 362,
        "grt_max_degree": 5,
        "grt_pass1_wl_microns": 1600,
        "grtUsageTotal": 0.0305,
    },
    "run": {
        "max_cap_violations": 0,
        "warning_count": 35,
    },
    "clocking": {
        "hold_buffers": 0,
    },
}
==> metrics by stage <==
step	hold slack (ns)	setup slack (ns)	utilization	power (mW)
2_1_floorplan	1.31	-0.582	-	0.0710
3_3_place_gp	2.25	-1.46	0.182	0.114
3_5_place_dp	2.26	-1.45	0.182	0.115
4_1_cts	1.77	-0.710	0.178	0.0996
5_1_grt	1.82	-0.742	0.182	0.114
6_report	1.75	-0.668	0.182	0.0964
==> path summary, 6_finish.rpt <==
check / from / to / slack (ns) / depth (start not counted)
hold / removal: a[3] / p[7] / 1.75 / 4
setup / recovery: b[1] / p[6] / -0.67 / 13
==> logic make-up after synthesis <==
logic type,Yosys count,synth area share
adder cells (fa/ha/maj),12,0.528
AND/OR/NAND/NOR,16,0.226
buffers and inverters,19,0.245
==> cells in the mapped netlist <==
master and count:
and2_1 12, inv_1 12, nand2_1 4, fa_1 8, buf_4 7, ha_1 4
==> power by group through the flow <==
stage	Clock, mW	Sequential (mW)	Combinational (mW)
4_1_cts	0	0	0.0996
5_1_grt	0	0	0.114
6_report	0	0	0.0964
==> critical path: stages <==
cell	delay, ns
buf_8	0.10
and2_4	0.15
ha_4	0.23
fa_2	0.52
inv_2	0.04
fa_2	0.34
inv_2	0.07
ha_4	0.12
inv_2	0.03
fa_2	0.32
inv_2	0.06
fa_2	0.42
buf_2	0.12
==> layer usage <==
metal  wire (microns)  up-vias  track usage  part of all wire
met4                0        0            0                 0
met1              404      150       0.0359              0.45
met3               66        0      0.00795             0.074
met5                0        -            0                 0
li1                 -      153            -                 -
met2              425        9       0.0570              0.47
==> area by class of cell <==
cell class / instances / area [sq um] / area share
Timing Repair Buffer: 20 / 168 / 0.269
Multi-Input combinational cell: 28 / 353 / 0.566
Tap cell: 46 / 57.6 / 0.0924
Inverter: 12 / 45.0 / 0.0723
==> cells in the final DEF, fill, tap and decap left out, types with 2 or more instances in the layout <==
| master | count |
|---|---|
| and2_4 | 5 |
| fa_1 | 3 |
| buf_4 | 4 |
| ha_4 | 2 |
| clkdlybuf4s50_1 | 4 |
| inv_2 | 4 |
| buf_2 | 5 |
| nand2_1 | 4 |
| fa_2 | 5 |
| buf_6 | 3 |
| and2_1 | 7 |
| inv_1 | 8 |
==> what timing repair did <==
action	4_1_cts	5_1_grt
hold endpoints to repair	0	0
endpoints found under the setup margin	6	4
setup buffers	0	1
pin swaps	8	3
resized	44	6
Power is estimated from default activity; no workload was simulated.
